**run.sh**
```bash
#!/bin/bash
# OpenROAD 26Q1-2900-gdf79404cd8, Yosys 0.63+post, stock flow scripts
make -C /OpenROAD-flow-scripts/flow DESIGN_CONFIG=/design/flow/config.mk WORK_HOME=/design/flow/orfs finish
```
**config.mk**
```make
export PLATFORM = sky130hd
export DESIGN_NAME = sqrt_csla
export DESIGN_NICKNAME = sqrt_csla
export VERILOG_FILES = /design/flow/design.v
export SDC_FILE = /design/flow/constraint.sdc
export NUM_CORES = 4
export LEC_CHECK = 1
export CORE_AREA = 10 10 83 83
export DIE_AREA = 0 0 93 93
export SYNTH_HDL_FRONTEND = slang
```
**constraint.sdc**
```tcl
current_design sqrt_csla

set clk_period 7.2
set clk_io_pct 0.2

create_clock -name clk0 -period $clk_period

set non_clock_inputs [all_inputs -no_clocks]
set_input_delay [expr $clk_period * $clk_io_pct] -clock clk0 $non_clock_inputs
set_output_delay [expr $clk_period * $clk_io_pct] -clock clk0 [all_outputs]
```
**design.v**
```verilog
module bec #(
    parameter WIDTH = 4
)(
    input  [WIDTH-1:0] in,
    output [WIDTH-1:0] out
);
    assign out = in + 1'b1;
endmodule
module rca #(
    parameter WIDTH = 4
)(
    input  [WIDTH-1:0] a,
    input  [WIDTH-1:0] b,
    input  cin,
    output [WIDTH-1:0] sum,
    output cout
);
    assign {cout, sum} = a + b + cin;
endmodule
module sqrt_csla #(
    parameter WIDTH = 16
)(
    input  [WIDTH-1:0] a,
    input  [WIDTH-1:0] b,
    input  cin,
    output [WIDTH-1:0] sum,
    output cout
);
    generate
        if (WIDTH <= 4) begin : small_adder
            assign {cout, sum} = a + b + cin;
        end else if (WIDTH == 16) begin : sqrt_16bit
            wire c1, c2, c3, c4;
            wire [1:0] s0, s4;
            wire [2:0] s1, s1_0, bec1_out;
            wire [3:0] s2, s2_0, bec2_out;
            wire [4:0] s3, s3_0, bec3_out;
            wire cout_dummy1, cout_dummy2, cout_dummy3;
            rca #(2) g0 (.a(a[1:0]), .b(b[1:0]), .cin(cin), .sum(s0), .cout(c1));
            rca #(3) g1_0 (.a(a[4:2]), .b(b[4:2]), .cin(1'b0), .sum(s1_0), .cout(cout_dummy1));
            bec #(3) bec1 (.in(s1_0), .out(bec1_out));
            assign s1 = c1 ? bec1_out : s1_0;
            assign c2 = c1 ? (&s1_0) : 1'b0;
            rca #(4) g2_0 (.a(a[8:5]), .b(b[8:5]), .cin(1'b0), .sum(s2_0), .cout(cout_dummy2));
            bec #(4) bec2 (.in(s2_0), .out(bec2_out));
            assign s2 = c2 ? bec2_out : s2_0;
            assign c3 = c2 ? (&s2_0) : 1'b0;
            rca #(5) g3_0 (.a(a[13:9]), .b(b[13:9]), .cin(1'b0), .sum(s3_0), .cout(cout_dummy3));
            bec #(5) bec3 (.in(s3_0), .out(bec3_out));
            assign s3 = c3 ? bec3_out : s3_0;
            assign c4 = c3 ? (&s3_0) : 1'b0;
            rca #(2) g4 (.a(a[15:14]), .b(b[15:14]), .cin(c4), .sum(s4), .cout(cout));
            assign sum = {s4, s3, s2, s1, s0};
        end else begin : general_adder
            assign {cout, sum} = a + b + cin;
        end
    endgenerate
endmodule
```
==> run summary <==
yosys + openroad results -> outcome finished clean, Rel. slew slack 77.0%, dominant logic cell types in the final layout 50 x clkdlybuf4s50_1, 23 x inv_1, 13 x ha_1, crit-path max FO 4, final hold viol count 0, die span in x 93 um, Detail Placement HPWL 2050 um, Cell variety after synth 25, total negative slack 0 ns, first-pass GRT wire length 3610 um, grt total ovfl 0, count of final setup violators 0, post_cts resized 0, Synth Instances 88, Peak VDD IR about 0.026 mV, Max Slew Vio Count 0, Seq share, synth 0%, critical path's largest stage delay 0.46 ns, Post-Synthesis Cell Area 711 sq um, Top-area cell share about 23%, chip area ~8600 sq um, number of fill cells in the layout 584, Worst setup SP type input pin, total tool warning count 32, Core Area 5140 sq um, initial antenna violation count 0, Flops 0, # diodes 0, GPL Wtd Cong roughly 0.78, RSZ-0062 raised after global routing false, PortBufs 50, crit path DRT roughly 5.8 ns, floorplan row count 26, Vias between 600 and 700, setup bufs post-CTS 0, WS Path Type in -> out, FMAX 0.156 GHz, overall die height 93 um, WHS about 3.9 ns, vias in the first global route 766, critical path, cell by cell clkdlybuf4s50_1 -> ha_1 -> inv_1 -> fa_1 -> xor2_1 -> xnor2_1 -> ha_1 -> and3_4 -> nand2_2 -> or3_4 -> nor2_1 -> fa_1 -> inv_1 -> fa_1 -> inv_1 -> clkdlybuf4s50_1, max-capacitance violation count 0, min Tclk post-route 6.41 ns, num ports about 50, synth-to-layout area growth 82.7%, Top area cell types ha_1 23%, fa_1 20%, inv_1 12%, Leak Pwr 0.577 nW, # Cells Yosys 88, syn_area_per_cell 8.08 sq um, YS chip area approximately 700 sq um, pin count of the biggest net entering global routing 8, Synth area leader ha_1, Initial DRT Pass Iterations 2, Clock buffer cells 0, CTS Hold Bufs 0, Via density 3.27, Routed Antenna Nets 0, most frequent logic cell in the layout clkdlybuf4s50_1, yosys warning tally 0, CP Data Arrival Time 4.97 ns, crit share post-route between 80% and 90%, CP endpoint kind primary output, Register Area 0 sq um, wirelength, routed around 2100 um, drt wl/cell 10.3 um, slowest cell on the critical path clkdlybuf4s50_1, initial drt markers 2, share of layout cells above drive strength 1 3.62%, pwr/cell area 78.0 nW/um^2, drt drc 0, Slew @ Worst Pin 0.343 ns, floorplan utilization 13.8%, min-delay worst type in -> out, GRT Resource Usage Total 5.05%
-- per-layer routing --
metal | vias up | track usage, % | part of all wire (%)
li1 | 383 | - | -
met1 | 274 | 6.34 | 43
met2 | 23 | 8.29 | 46
met3 | 0 | 2.26 | 11
met4 | 0 | 0 | 0
met5 | - | 0 | 0
-- Yosys cell counts --
master,number
nor4b_1,1
or3_4,1
nor2b_1,1
xor2_1,5
xnor2_1,9
nor4_1,1
fa_1,7
inv_1,23
and3_1,2
mux2_4,1
a21oi_1,4
ha_1,13
nand3_1,3
a31oi_1,1
nand2_2,1
or4_1,1
mux2_2,1
nor3b_1,1
or3_1,1
a21o_1,1
nor2_1,3
o21ai_0,2
and3_4,1
nand2_1,3
o21a_1,1
-- power by group --
part / total, mW / internal [mW] / switching (mW)
logic: 0.101 / 0.0667 / 0.0346
registers: 0 / 0 / 0
clock network: 0 / 0 / 0
total: 0.101 / 0.0667 / 0.0346
-- path summary, 6_finish.rpt --
check                 cells after the start  start  slack, ns  endpoint
worst min-delay path                      5    cin       3.93    sum[0]
worst max-delay path                     16   a[2]       0.79   sum[15]
-- per-stage QoR --
step	utilization (%)	instances	area, sq um	total power, mW	worst slack [ns]
6_report	25.3	208	1300	0.101	0.792
5_1_grt	25.3	208	1300	0.117	0.550
4_1_cts	25.3	208	1300	0.104	0.733
3_5_place_dp	25.3	208	1300	0.104	0.743
3_3_place_gp	25.3	208	1300	0.104	0.784
2_1_floorplan	-	88	711	0.0415	1.85
-- cell families (layout without fill, tap and decap cells) --
| kind of cell | Yosys count | count (layout) | share of synthesized area, % |
|---|---|---|---|
| compound gates | 9 | 9 | 7.22 |
| xor+xnor | 14 | 14 | 17.3 |
| fa+ha+maj | 20 | 20 | 42.6 |
| buf+inv | 23 | 73 | 12.1 |
| mux | 2 | 2 | 3.70 |
| simple gates | 20 | 20 | 17.1 |
-- critical path, delay by kind of cell --
family                   cells  cell delay [ns]
adder cells (fa/ha/maj)      5             1.35
buffers and inverters        5             1.07
AND/OR/NAND/NOR              4             0.79
XOR/XNOR                     2             0.33
-- final cells by class --
cell class | instances | area (sq um) | area share (%)
inverters | 23 | 86.3 | 6.65
multi-input cells | 65 | 624 | 48.1
well taps | 70 | 87.6 | 6.74
repair buffers | 50 | 500 | 38.5
No activity file was given, so power comes from the tool's default toggle rates.
