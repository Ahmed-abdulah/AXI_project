==> flow/design.v <==
module mac_array #(
    parameter NUM_CHANNELS = 4,
    parameter DATA_WIDTH = 8,
    parameter ACCUM_WIDTH = 32,
    parameter OUTPUT_WIDTH = 16
)(
    input  clk,
    input  rst_n,
    input  [NUM_CHANNELS-1:0] enable,
    input  [NUM_CHANNELS-1:0] clear_acc,
    input  [DATA_WIDTH*NUM_CHANNELS-1:0] input_data,
    input  [DATA_WIDTH*NUM_CHANNELS-1:0] weight,
    output [OUTPUT_WIDTH*NUM_CHANNELS-1:0] mac_out,
    output [OUTPUT_WIDTH*NUM_CHANNELS-1:0] activated_out,
    output [NUM_CHANNELS-1:0] valid,
    output [NUM_CHANNELS-1:0] overflow
);
    genvar i;
    generate
        for (i = 0; i < NUM_CHANNELS; i = i + 1) begin : mac_channels
            mac_unit #(
                .DATA_WIDTH(DATA_WIDTH),
                .ACCUM_WIDTH(ACCUM_WIDTH),
                .OUTPUT_WIDTH(OUTPUT_WIDTH)
            ) mac_inst (
                .clk(clk),
                .rst_n(rst_n),
                .enable(enable[i]),
                .clear_acc(clear_acc[i]),
                .input_data(input_data[DATA_WIDTH*(i+1)-1:DATA_WIDTH*i]),
                .weight(weight[DATA_WIDTH*(i+1)-1:DATA_WIDTH*i]),
                .mac_out(mac_out[OUTPUT_WIDTH*(i+1)-1:OUTPUT_WIDTH*i]),
                .activated_out(activated_out[OUTPUT_WIDTH*(i+1)-1:OUTPUT_WIDTH*i]),
                .valid(valid[i]),
                .overflow(overflow[i])
            );
        end
    endgenerate
endmodule
module mac_unit #(
    parameter DATA_WIDTH = 8,
    parameter ACCUM_WIDTH = 32,
    parameter OUTPUT_WIDTH = 16,
    parameter USE_SQRT_CSLA = 1,
    parameter ENABLE_ACTIVATION = 1,
    parameter FRAC_BITS = 11
)(
    input  clk,
    input  rst_n,
    input  enable,
    input  clear_acc,
    input  [DATA_WIDTH-1:0] input_data,
    input  [DATA_WIDTH-1:0] weight,
    output [OUTPUT_WIDTH-1:0] mac_out,
    output [OUTPUT_WIDTH-1:0] activated_out,
    output valid,
    output overflow
);
    localparam MULT_WIDTH = 2 * DATA_WIDTH;
    wire [MULT_WIDTH-1:0] mult_result;
    reg [ACCUM_WIDTH-1:0] accumulator;
    reg [ACCUM_WIDTH-1:0] next_acc;
    wire [ACCUM_WIDTH:0] acc_sum;
    reg overflow_reg;
    reg valid_reg;
    vedic_mult #(
        .WIDTH(DATA_WIDTH)
    ) multiplier (
        .a(input_data),
        .b(weight),
        .product(mult_result)
    );
    assign acc_sum = {1'b0, accumulator} + {{(ACCUM_WIDTH-MULT_WIDTH+1){1'b0}}, mult_result};
    always @(*) begin
        if (enable) begin
            if (clear_acc) begin
                next_acc = {{(ACCUM_WIDTH-MULT_WIDTH){1'b0}}, mult_result};
            end else begin
                next_acc = acc_sum[ACCUM_WIDTH-1:0];
            end
        end else if (clear_acc) begin
            next_acc = {ACCUM_WIDTH{1'b0}};
        end else begin
            next_acc = accumulator;
        end
    end
    always @(posedge clk or negedge rst_n) begin
        if (!rst_n)
            accumulator <= {ACCUM_WIDTH{1'b0}};
        else
            accumulator <= next_acc;
    end
    always @(posedge clk or negedge rst_n) begin
        if (!rst_n)
            overflow_reg <= 1'b0;
        else if (clear_acc)
            overflow_reg <= 1'b0;
        else if (enable && acc_sum[ACCUM_WIDTH])
            overflow_reg <= 1'b1;
    end
    assign overflow = overflow_reg;
    assign mac_out = accumulator[OUTPUT_WIDTH-1:0];
    generate
        if (ENABLE_ACTIVATION) begin : gen_activation
            sigmoid_activation #(
                .WIDTH(OUTPUT_WIDTH),
                .FRAC_BITS(FRAC_BITS)
            ) activation (
                .x(mac_out),
                .y(activated_out)
            );
        end else begin : no_activation
            assign activated_out = mac_out;
        end
    endgenerate
    always @(posedge clk or negedge rst_n) begin
        if (!rst_n)
            valid_reg <= 1'b0;
        else
            valid_reg <= enable;
    end
    assign valid = valid_reg;
endmodule
module sigmoid_activation #(
    parameter WIDTH = 16,
    parameter FRAC_BITS = 11
)(
    input  signed [WIDTH-1:0] x,
    output [WIDTH-1:0] y
);
    localparam signed [WIDTH-1:0] NEG_THRESHOLD = -(4 << FRAC_BITS);
    localparam signed [WIDTH-1:0] POS_THRESHOLD = (4 << FRAC_BITS);
    localparam [WIDTH-1:0] ZERO_VAL = {WIDTH{1'b0}};
    localparam [WIDTH-1:0] HALF_VAL = (1 << (WIDTH-1));
    localparam [WIDTH-1:0] ONE_VAL  = {WIDTH{1'b1}};
    reg [WIDTH-1:0] y_reg;
    always @(*) begin
        if ($signed(x) < NEG_THRESHOLD)
            y_reg = ZERO_VAL;
        else if ($signed(x) > POS_THRESHOLD)
            y_reg = ONE_VAL;
        else
            y_reg = HALF_VAL + {{3{x[WIDTH-1]}}, x[WIDTH-1:3]};
    end
    assign y = y_reg;
endmodule
module vedic_2x2 (
    input  [1:0] a,
    input  [1:0] b,
    output [3:0] product
);
    wire [3:0] partial;
    wire c1, c2;
    assign partial[0] = a[0] & b[0];
    assign partial[1] = a[1] & b[0];
    assign partial[2] = a[0] & b[1];
    assign partial[3] = a[1] & b[1];
    assign product[0] = partial[0];
    assign {c1, product[1]} = partial[1] + partial[2];
    assign {c2, product[2]} = partial[3] + c1;
    assign product[3] = c2;
endmodule
module vedic_mult #(
    parameter WIDTH = 8
)(
    input  [WIDTH-1:0] a,
    input  [WIDTH-1:0] b,
    output [2*WIDTH-1:0] product
);
    generate
        if (WIDTH == 2) begin : base_case
            vedic_2x2 v2x2 (
                .a(a),
                .b(b),
                .product(product)
            );
        end else begin : recursive_case
            localparam HALF_WIDTH = WIDTH / 2;
            wire [WIDTH-1:0] q0, q1, q2, q3;
            wire [2*WIDTH-1:0] aligned_q0, aligned_q1, aligned_q2, aligned_q3;
            wire [2*WIDTH-1:0] temp1, temp2;
            vedic_mult #(HALF_WIDTH) m0 (
                .a(a[HALF_WIDTH-1:0]),
                .b(b[HALF_WIDTH-1:0]),
                .product(q0)
            );
            vedic_mult #(HALF_WIDTH) m1 (
                .a(a[WIDTH-1:HALF_WIDTH]),
                .b(b[HALF_WIDTH-1:0]),
                .product(q1)
            );
            vedic_mult #(HALF_WIDTH) m2 (
                .a(a[HALF_WIDTH-1:0]),
                .b(b[WIDTH-1:HALF_WIDTH]),
                .product(q2)
            );
            vedic_mult #(HALF_WIDTH) m3 (
                .a(a[WIDTH-1:HALF_WIDTH]),
                .b(b[WIDTH-1:HALF_WIDTH]),
                .product(q3)
            );
            assign aligned_q0 = {{WIDTH{1'b0}}, q0};
            assign aligned_q1 = {{HALF_WIDTH{1'b0}}, q1, {HALF_WIDTH{1'b0}}};
            assign aligned_q2 = {{HALF_WIDTH{1'b0}}, q2, {HALF_WIDTH{1'b0}}};
            assign aligned_q3 = {q3, {WIDTH{1'b0}}};
            assign temp1 = aligned_q0 + aligned_q1;
            assign temp2 = temp1 + aligned_q2;
            assign product = temp2 + aligned_q3;
        end
    endgenerate
endmodule
==> flow/run.sh <==
#!/bin/bash
# OpenROAD 26Q1-2900-gdf79404cd8, Yosys 0.63+post, stock flow scripts
make -C /OpenROAD-flow-scripts/flow DESIGN_CONFIG=/design/flow/config.mk WORK_HOME=/design/flow/orfs finish
==> flow/config.mk <==
export PLATFORM = sky130hd
export DESIGN_NAME = mac_array
export DESIGN_NICKNAME = mac_array
export VERILOG_FILES = /design/flow/design.v
export SDC_FILE = /design/flow/constraint.sdc
export NUM_CORES = 4
export LEC_CHECK = 1
export CORE_UTILIZATION = 30
export SYNTH_HDL_FRONTEND = slang
==> flow/constraint.sdc <==
current_design mac_array

set clk_period 14.8
set clk_io_pct 0.2

create_clock -name clk0 -period $clk_period [get_ports {clk}]

set non_clock_inputs [all_inputs -no_clocks]
set_input_delay [expr $clk_period * $clk_io_pct] -clock clk0 $non_clock_inputs
set_output_delay [expr $clk_period * $clk_io_pct] -clock clk0 [all_outputs]
==> run summary <==
fresh numbers from the pnr run: Inserted Clock Buffers 17, Largest register FFs 128, met3 routed WL 2020 microns, Detail Route Antenna Nets 0, die area 0.0731 sq mm, cell mode on critical path ha_1, period utilisation layout 67.2%, actual slew at the worst max-slew pin 682 ps, Final Skew 12.1 ps, met2 wire length 24100 microns, final hold viol count 0, Slew Viols, Final 0, Routed WL per cell 14.1 microns, DRC 0, setup bufs post-CTS 0, pre-CTS setup slack 4370 ps, die height 270 microns, VDD IR-drop max 0.000109 V, # hold bufs at CTS 0, cell count in the Yosys report 2539, via count 17000, Avg Cell Area, Syn 8.51 sq um, fillers 7305, CP max FO 8, flops & latches, synth 136, root buffer cell clkbuf_16, Post-Syn Area 0.0216 sq mm, Fmax achieved 0.100 GHz, GPL Wtd Cong 0.874, core area 0.0714 sq mm, startpoint types primary input, EDFF count, synth 0, Async SR Flop Fraction 100%, design area 0.0249 sq mm, initial antenna violation count 0, status complete, no violations, Sinks on Clock Net 136, CTS clk-pin slew, worst paths 60 ps, # diodes 0, largest net degree at the start of global routing 59, 1st-iter DRT viols 645, worst reg2reg setup slack 11920 ps, setup tns final 0 ps, Post-Syn Instances 2539, WHS Path Cells 1, Setup CP Type in -> reg, Top cell area share 21.1%, YS chip area 0.0216 sq mm, CTS tree yes, total of max-cap violations 0, Reg2Reg Depth 10, Top cells by area ha_1 21%, dfrtp_1 16%, fa_1 9.6%, classification of the worst-slack hold path reg -> reg, share of cells above drive strength 1 3.00%, OpenROAD warnings 37, drt total wl 51100 microns, cts repair resizes 0, first-pass GRT wire length 86100 microns, H-tree depth 4, Distinct cells, synth 87, Syn. warnings 0, Die X-Extent 270 microns, grt ovf 0, Slew headroom 54.4%, Area Growth Syn to Fin 15.0%, CP max stage cell clkdlybuf4s50_1, Main synth FF type dfrtp_1, unrepaired setup endpoints after global routing no, cell type with the largest total area ha_1, CP peak stage delay 570 ps, row count 98, setup violators final 0, placed cell area 0.0242 sq mm, vias per cell 4.71, worst endpoint data arrival time 10310 ps, iteration tally of the first detailed-router pass 5, top-level I/O count 210, pwr dens 179 mW/mm^2, Static Leak 12.3 nW, min Tclk post-route 9950 ps, clk ins delay skew pair 470 ps, vias in the first global route 16800, Max clock buf depth 2, setup slack after layout 4850 ps, Global Route Usage Sum 14.6%, Synth Seq Share 15.8%, Synth top cells by count 364 x ha_1, 268 x inv_1, 263 x and2_1, Worst EP required 15160 ps, crit end category flip-flop, M1 WL 24500 microns, Init Core Util 30.3%, Detail Placement HPWL 40900 microns, Highest Signal Layer met4, Synth top cell by count ha_1, IO Port Bufs 209
stage by stage:
| step | hold slack, ps | power, mW | instances | util, % |
|---|---|---|---|---|
| after floorplan | 464 | 3.05 | 2539 | - |
| after global placement | 497 | 3.97 | 3586 | 33.9 |
| after detailed placement | 506 | 3.96 | 3586 | 33.9 |
| after CTS | 517 | 4.49 | 3617 | 34.8 |
| after global routing | 550 | 4.93 | 3617 | 34.8 |
| final | 511 | 4.45 | 3617 | 34.8 |
cells by family (layout without fill, tap and decap cells):
group                      Yosys count  count (layout)  share of synthesized area, %
AOI/OAI and AO/OA                  509             509                          15.7
xor gates and xnor gates           200             200                          8.14
adders and majority gates          469             469                          30.8
buffers and inverters              392             520                          8.22
DFF                                136             136                          15.8
muxes                               51              51                          2.44
and+or+nand+nor                    782             782                          19.0
final cells by class:
cell class              count  area [sq um]  area share (%)
flip-flops and latches    136          3400            13.7
clock inverters            12           225           0.906
well taps                 950          1190            4.78
clock buffers              19           433            1.74
repair buffers            219          2170            8.72
multi-input cells        2011         16400            66.1
inverters                 270          1010            4.08
per-layer routing:
metal	up-vias	GRT usage [%]
met5	-	0
met1	7943	20.9
met4	0	1.19
met2	250	24.3
met3	19	2.51
li1	8821	-
critical path, delay by kind of cell:
family	cells	cell delay, ps
compound gates	10	2420
simple gates	3	480
buf+inv	2	610
xor+xnor	3	560
fa+ha+maj	9	3240
worst paths after layout:
path / startpoint / endpoint
setup / recovery: input_data[24] / mac_channels[3].mac_inst.overflow
hold / removal: mac_channels[3].mac_inst.overflow / mac_channels[3].mac_inst.overflow
max in group asynchronous: rst_n / mac_channels[1].mac_inst.accumulator[12]
hold reg to reg: mac_channels[3].mac_inst.overflow / mac_channels[3].mac_inst.overflow
setup reg to reg: mac_channels[0].mac_inst.accumulator[0] / mac_channels[0].mac_inst.accumulator[22]
min in group asynchronous: rst_n / mac_channels[0].mac_inst.accumulator[13]
power breakdown:
group / total, mW / leakage [nW] / internal [mW] / switching, mW
Sequential: 0.581 / 1.81 / 0.447 / 0.134
Combinational: 3.37 / 10.2 / 1.61 / 1.76
Clock: 0.496 / 0.321 / 0.315 / 0.181
Total: 4.45 / 12.3 / 2.38 / 2.07
placed cells by master, fill, tap and decap left out, types with 39 or more instances in the layout:
cell / Yosys / layout
a21oi_1: 149 / 149
xnor2_1: 120 / 120
nand2_1: 202 / 202
and2_1: 263 / 263
nor2_1: 110 / 110
nor2b_1: 39 / 39
o21ai_0: 94 / 94
clkdlybuf4s50_1: 0 / 208
dfrtp_1: 136 / 136
a21o_1: 77 / 77
ha_1: 364 / 364
xor2_1: 79 / 79
inv_1: 268 / 268
fa_1: 104 / 104
Power is estimated from default activity; no workload was simulated.
